==> flow/design.v <==
module lab1part2(input [3:0]SW, output[6:0]HEX0);
	reg [6:0] reg_LEDs;
	assign HEX0[6:0] = reg_LEDs[6:0];
	always @ (*)
   begin
      case(SW)
			4'b0000: reg_LEDs[6:0]=7'b1000000;  
			4'b0001: reg_LEDs[6:0]=7'b1111001;  
			4'b0010: reg_LEDs[6:0]=7'b0100100;  
			4'b0011: reg_LEDs[6:0]=7'b0110000;  
			4'b0100: reg_LEDs[6:0]=7'b0011001;  
			4'b0101: reg_LEDs[6:0]=7'b0010010;  
			4'b0110: reg_LEDs[6:0]=7'b0000010;  
			4'b0111: reg_LEDs[6:0]=7'b1111000;  
			4'b1000: reg_LEDs[6:0]=7'b0000000;  
			4'b1001: reg_LEDs[6:0]=7'b0010000;  
			4'b1010: reg_LEDs[6:0]=7'b1000110;  
			4'b1011: reg_LEDs[6:0]=7'b1000001;  
			4'b1100: reg_LEDs[6:0]=7'b1111001;  
			4'b1101: reg_LEDs[6:0]=7'b0010001;  
			4'b1110: reg_LEDs[6:0]=7'b0001001;  
			4'b1111: reg_LEDs[6:0]=7'b1111111;  
endcase
end
endmodule
==> flow/run.sh <==
#!/bin/bash
# OpenROAD 26Q1-2900-gdf79404cd8, Yosys 0.63+post, stock flow scripts
make -C /OpenROAD-flow-scripts/flow DESIGN_CONFIG=/design/flow/config.mk WORK_HOME=/design/flow/orfs finish
==> flow/config.mk <==
export PLATFORM = sky130hd
export DESIGN_NAME = lab1part2
export DESIGN_NICKNAME = lab1part2
export VERILOG_FILES = /design/flow/design.v
export SDC_FILE = /design/flow/constraint.sdc
export NUM_CORES = 4
export LEC_CHECK = 1
export CORE_AREA = 10 10 70 70
export DIE_AREA = 0 0 80 80
==> flow/constraint.sdc <==
current_design lab1part2

set clk_period 1.0
set clk_io_pct 0.2

create_clock -name clk0 -period $clk_period

set non_clock_inputs [all_inputs -no_clocks]
set_input_delay [expr $clk_period * $clk_io_pct] -clock clk0 $non_clock_inputs
set_output_delay [expr $clk_period * $clk_io_pct] -clock clk0 [all_outputs]
==> results.txt <==
yosys + openroad results -> final WL=around 1000 um, final worst-path setup slack=-313.8 ps, drt pass-1 iters=2, GRT Total Usage=under 10%, CP Data Arrival Time=1110 ps, FP Util=under 10%, routed len/inst=roughly 10 um, # hold bufs at CTS=0, maximum VDD drop=approximately 0.000061 V, register area share after synthesis=0%, violation tally from detailed-route iteration zero=17, Syn-to-layout area delta=161.4%, Net Sw Frac=between 40% and 50%, max-cap viol count=0, Post-synth top cells=ha_1 (6), o21ai_1 (4), inv_1 (3), OpenROAD warnings=roughly 40, Cell Type Count=20, # rows=21, via count=318, Placed Cells=between 90 and 100, diode count=0, final instance area=between 600 and 700 um2, worst rel slew slack=85.18%, Net Sw Power=106.9 uW, CP Class=in -> out, Overflow after GRT=0, Synth Instances=32, WHS Path Cells=4, Clk pwr share=0%, # Cells Yosys=32, Min Clock Period, post-route=around 1300 ps, Final Max Slew Viols=0, Synth Cell Area=~250 um2, hold wc startpoint=SW[3], Post-DP Area=between 400 and 500 um2, DRC=0, die area=0.006400 mm2, Seq. cell area=0 um2, RSZ-0062 raised after global routing=true, Tcrit/Tclk final=131.4%, hpwl dp=roughly 700 um, Startpoint Class=input pin, Critical Path Sink Type=output pin, DIE WIDTH=~80 um, Top-area cell share=30.46%, fmax=~760 MHz, worst hold slack=a little over 800 ps, flop count=0, share of cells above drive strength 1=89.29%, Worst Path Required=approximately 800 ps, worst slew pin tran=221.8 ps, Lkg Pwr=roughly 0.00027 uW, Hold EP=HEX0[3], MI comb area=approximately 330 um2, Die Y=approximately 80 um, Power Density=about 390 mW/mm2, core area=around 0.0034 mm2, Tot Pwr=254.2 uW, Logic pwr share=about 100%, Antenna Nets Post-Route=0, Synth area leader=ha_1, failing checks=negative setup slack, initial antenna violation count=0, Flop pwr share=0%, Layout fillers=~380, RePlAce Congestion=0.7177, mean area per synthesized cell=around 7.7 um2, status=finished, violations left, Final setup viols=7, post-layout util=a little under a fifth, Internal=around 150 uW, Tightest Hold Check Type=in -> out, number of global-route vias before repair=323, num ports=11, launch point of the worst path=SW[0], count of clock buffers in the final design=0, Max FO, Critical Path=3, non-filler cells, final=roughly 100, biggest area cells=ha_1 (30%), o21ai_1 (8.1%), a211oi_1 (6.1%), largest net degree at the start of global routing=7, Vias/cell=around 3.1, Final Hold Viols=0, count leader, synth=ha_1, I/O Buffers=11, first-pass GRT wire length=approximately 1700 um, synth warn=1, Chip Area, Yosys=~250 um2
-- per-layer routing --
metal,GRT usage [%],share of wire [%],vias to the layer above
li1,-,-,164
met1,3.626,39,153
met2,6.501,60,1
met3,0.1136,1.0,0
met4,0,0,0
met5,0,0,-
-- worst max path at each step --
| stage | to |
|---|---|
| global route | HEX0[6] |
| finish | HEX0[6] |
| CTS | HEX0[6] |
-- timing repair --
action | CTS | global route
gates resized | 75 | 4
setup buffers | 6 | 0
pin swaps | 13 | 3
cloned | 0 | 0
endpoints found under the setup margin | 7 | 7
endpoints found under the hold margin | 0 | 0
-- metrics by stage --
| step | setup TNS (ps) | setup slack [ps] |
|---|---|---|
| 6_report | -1577 | -313.8 |
| 3_3_place_gp | -7132 | -1067 |
| 3_5_place_dp | -7200 | -1099 |
| 4_1_cts | -1610 | -316.0 |
| 2_1_floorplan | -38.77 | -38.77 |
| 5_1_grt | -1911 | -349.2 |
-- placed cells by master (no fill, tap or decap) --
master,n
inv_2,1
nand2_4,1
buf_4,6
a21o_1,1
o31ai_2,1
nand3_2,1
mux2i_1,1
ha_1,1
nor2_4,1
nor2_2,1
buf_6,9
nand3b_1,1
ha_4,5
nor2b_2,2
o21ai_1,1
nand2_2,1
a21oi_2,1
inv_4,2
o21ai_2,4
mux2_4,1
buf_12,1
buf_2,8
o21a_1,1
buf_8,2
a211oi_2,2
-- critical path, cell delays in order --
cell and delay [ps]:
buf_8 80, inv_4 30, buf_6 110, ha_4 260, mux2i_1 70, mux2_4 260
buf_6 110
-- final cells by class --
type                            instances  share of cell area [%]
Multi-Input combinational cell         27                   51.84
Tap cell                               46                   8.932
Timing Repair Buffer                   26                   36.70
Inverter                                3                   2.524
-- cell families (layout without fill, tap and decap cells) --
kind of cell               after synthesis  count (layout)  synth area share (%)
adders and majority gates                6               6                 30.46
and+or+nand+nor                          8               8                 20.31
muxes                                    2               2                 8.629
buffers and inverters                    5              29                 11.16
AOI/OAI and AO/OA                       11              11                 29.44
-- power groups by stage --
stage     combinational (uW)  sequential (uW)  clock (uW)
6_report                 254                0           0
5_1_grt                  277                0           0
4_1_cts                  244                0           0
Power figures rest on the tool's default switching activity, not on a simulated workload.
